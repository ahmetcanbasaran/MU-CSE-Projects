<file path="/design/flow/design.v">
module FiniteStateMachine (
    clk,
    pcReadSignal,
    dataMemoryReadSignal,
    registerWriteSignal,
    aluControlSignal,
    isStore,
    clockCounterEnabled,
    writeMemorySignal,
    id0,
    id1,
    id2,
    pcReadSignalOut,
    memoryReadOut,
    registerWriteSignalOut,
    aluControlSignalOut,
    isStoreOut,
    clockCounterEnabledOut,
    writeMemorySignalOut
);
input wire
    clk,
    pcReadSignal,  
    dataMemoryReadSignal,
    registerWriteSignal,
    aluControlSignal,
    isStore,
    clockCounterEnabled,
    writeMemorySignal,
    id0,
    id1,
    id2;
output reg pcReadSignalOut,
    memoryReadOut,
    registerWriteSignalOut,
    aluControlSignalOut,
    isStoreOut,
    clockCounterEnabledOut,
    writeMemorySignalOut;
reg r1, r2;
reg tmp1, tmp2;
always @(posedge clk) begin
    r1 <= (~pcReadSignal & ~clockCounterEnabled) |
    (pcReadSignal & ~clockCounterEnabled) |
    (~pcReadSignal & clockCounterEnabled);
    r2 <= ~(dataMemoryReadSignal | registerWriteSignal | aluControlSignal | isStore | writeMemorySignal);
    pcReadSignalOut <= r2 & ~id0 & id1 & id2 & r1;
    memoryReadOut <= r2 & ~id0 & id1 & ~id2 & r1;
    registerWriteSignalOut <= r2 & ~id0 & ~id2 & r1;
    aluControlSignalOut <= r2 & ~id0 & ~id1 & ~id2 & r1;
    isStoreOut <= r2 & id0 & ~id1 & ~id2 & r1;
    tmp1 <= ~pcReadSignal & 
        registerWriteSignal & 
        ~isStore & 
        ~clockCounterEnabled & 
        ~writeMemorySignal &
        ~id0 & 
        ~id2 &
        (dataMemoryReadSignal & ~aluControlSignal & id1) | 
        (~dataMemoryReadSignal & aluControlSignal & ~id1);
        tmp2 <= ~pcReadSignal &
        ~dataMemoryReadSignal &
        ~registerWriteSignal &
        ~aluControlSignal &
        isStore &
        ~clockCounterEnabled &
        writeMemorySignal &
        id0 &
        ~id1 &
        ~id2;
    clockCounterEnabledOut <= tmp1 | tmp2;
    writeMemorySignalOut <= isStoreOut; 
end
endmodule
</file>
<file path="/design/flow/run.sh">
#!/bin/bash
# OpenROAD 26Q1-2900-gdf79404cd8, Yosys 0.63+post, stock flow scripts
make -C /OpenROAD-flow-scripts/flow DESIGN_CONFIG=/design/flow/config.mk WORK_HOME=/design/flow/orfs finish
</file>
<file path="/design/flow/config.mk">
export PLATFORM = sky130hd
export DESIGN_NAME = FiniteStateMachine
export DESIGN_NICKNAME = FiniteStateMachine
export VERILOG_FILES = /design/flow/design.v
export SDC_FILE = /design/flow/constraint.sdc
export NUM_CORES = 4
export LEC_CHECK = 1
export CORE_AREA = 10 10 70 70
export DIE_AREA = 0 0 80 80
</file>
<file path="/design/flow/constraint.sdc">
current_design FiniteStateMachine

set clk_period 1.3
set clk_io_pct 0.2

create_clock -name clk0 -period $clk_period [get_ports {clk}]

set non_clock_inputs [all_inputs -no_clocks]
set_input_delay [expr $clk_period * $clk_io_pct] -clock clk0 $non_clock_inputs
set_output_delay [expr $clk_period * $clk_io_pct] -clock clk0 [all_outputs]
</file>
==> flow_summary_export.csv <==
group,metric,value,unit
synthesis,syn_area,345,sq um
cts,numCtsBuffers,3,
floorplanning,num_io_pins,18,
job,drv_cap,0,
synthesis,synth_cell_types,14,
synthesis,synth.area.mux_share,0,%
sta,setup_viol,0,
cts,post_cts_buffers,0,
global_routing,grt_max_degree,7,
place,place_inst,102,
cts,insertion_delay,260,ps
floorplanning,rows,21,
finish,stdcell_count,106,
hold_path,worstHoldStart,"pcReadSignal",
job,tool_warnings,25,
synthesis,netlist_instances,30,
finish,fill_cells,398,
global_routing,grt_overflow,0,
cts,clkTransAtPathRegs,60,ps
sta,slew_violations,0,
sta,finalCritPeriodShare,94.3,%
critical_path,r2r-end,"memoryReadOut",
synthesis,ys_ff,11,
hold_path,min_path_type,"in -> reg",
synthesis,simple_gate_share,34.1,%
power_and_ir_drop,p_int,509,uW
sta,rsz0062_at_grt,"no",
synthesis,ys_chip_area,345,sq um
cts,clkSinkCount,11,
critical_path,reg2reg_slack,500,ps
sta,setup_slack,74.6,ps
finish,regArea,221,sq um
synthesis,syn_avg_cell_area,11.5,sq um
routing,num_antenna_cells,0,
cts,cts_max_level,1,
power_and_ir_drop,seq_power_share,54.1,%
critical_path,end_kind,"flop",
place,place_congestion,0.730,
place,place_area,641,sq um
critical_path,timing.rr.start,"r1",
sta,fin_crit,1230,ps
finish,design_area,678,sq um
routing,route.detailed.drc,0,
sta,worst_clock_skew,3.30,ps
synthesis,synth-xor-area-share,0,%
power_and_ir_drop,irDropWorstVdd,0.000383,V
sta,holdWs,315,ps
sta,slew_headroom,84.2,%
power_and_ir_drop,power.density,935,mW/mm^2
critical_path,crit_required,1510,ps
global_routing,grt_first_pass_wirelength,1410,um
routing,first_pass_iters,3,
routing,drt-initial-drc-count,3,
hold_path,holdPathStages,2,
critical_path,worstPathCellList,"dlygate4sd2_1 -> or4_4 -> nor4_4 -> a21o_1",
floorplanning,die_width,80,um
sta,fmax,0.816,GHz
cts,root_buffer,"clkbuf_4",
routing,antenna_left,0,
cts,ctsHoldBuffers,0,
sta,finalHoldViolations,0,
critical_path,cpMaxStageDelayCell,"or4_4",
critical_path,critical_path_class,"in -> reg",
power_and_ir_drop,leakagePower,0.000345,uW
critical_path,r2r_cells,3,
synthesis,ys_sh_aoi,2.17,%
cts,clock_path_buffers,2,
critical_path,path_max_fanout,2,
power_and_ir_drop,pwr-share-clk,34.2,%
power_and_ir_drop,p_comb_share,11.7,%
synthesis,ys_seq_share,63.8,%
global_routing,top_usage_layer,"met1",
finish,comb_area,134,sq um
routing,wl_per_cell,8.34,um
global_routing,grt_use_met2,3.13,%
power_and_ir_drop,switchingPower,126,uW
critical_path,critPathArrivalTime,1430,ps
global_routing,grt_pass1_vias,340,
place,dp_hpwl,767,um
critical_path,cp_num_buf_inv,1,
floorplanning,fp.coreArea,0.00342,sq mm
finish,areaGrowthSynthToFinish,96.4,%
status,status,"complete, no violations",
floorplanning,dieArea,0.00640,sq mm
critical_path,critPathTopFamily,"simple AND/OR/NAND/NOR gates",
global_routing,antenna_found_initial,0,
critical_path,slowest_delay,560,ps
routing,vias_per_cell,3.04,
place,numPortBuffers,17,
synthesis,ys_sh_adder,0,%
sta,tightestPinTransition,235,ps
finish,drive_above_1_share,28.3,%
global_routing,grt_util_met3,2.05,%
cts,cts_tree,"done",
hold_path,holdPathEnd,"r1",
place,post-place-ws,-339,ps
synthesis,logic_family,"simple AND/OR/NAND/NOR gates",
critical_path,startpoint_type,"input port",
synthesis,ys.warnings.count,1,
routing,vias,322,
routing,routed_wl,884,um
critical_path,cp-startpoint,"clockCounterEnabled",
global_routing,use_met1,3.52,%
floorplanning,floorplanUtilization,10.1,%
floorplanning,die_h,80,um
synthesis,yosys_cells,30,
power_and_ir_drop,swShare,19.8,%
global_routing,grt.total_usage,2.66,%
-- final cells by class --
cell class	count	area share, %
timing repair buffer	26	35.2
sequential	11	32.7
multi-input combinational	19	19.7
tap	46	8.49
clock buffer	4	3.87
-- kinds of logic (layout without fill, tap and decap cells) --
logic type | after synthesis | after routing
compound gates | 1 | 1
flops | 11 | 11
simple gates | 18 | 18
buf+inv | 0 | 30
-- repair_timing --
action / in CTS / in global routing
setup endpoints to repair: 6 / 4
resized: 8 / 5
pin swaps: 2 / 1
cloned: 0 / 0
-- placed cells by master, fill, tap and decap left out --
master	netlist	layout
nor4_4	0	1
nand4b_1	1	1
or4_4	1	1
nand2b_1	1	1
and2_1	1	1
nor3_1	3	3
or2_2	1	1
dfxtp_2	0	1
clkdlybuf4s50_1	0	6
dlygate4sd2_1	0	7
and3_1	1	1
a21o_1	1	1
buf_4	0	9
clkbuf_4	0	3
or4_1	1	1
dfxtp_1	11	10
clkbuf_1	0	1
nor4_1	1	1
dlymetal6s2s_1	0	4
nor2_1	2	2
nand2_1	3	3
nor4_2	2	1
-- how the worst max path moves through the flow --
stage | endpoint | slack [ps] | cells after the start
final | tmp1 | 70 | 4
after global routing | tmp1 | 60 | 4
after CTS | registerWriteSignalOut | 2 | 1
-- cell usage after synthesis, drive strengths merged --
master	n	area, sq um
dfxtp	11	220
nand2	3	11.3
nor3	3	15.0
nor4	3	31.3
nor2	2	7.51
or4	2	18.8
a21o	1	7.51
and2	1	6.26
and3	1	6.26
nand2b	1	6.26
nand4b	1	8.76
or2	1	6.26
-- layer usage --
layer,up-vias,share of wire [%],wire [um]
met3,2,17,146
met4,0,3.8,34
met5,-,0,0
met2,21,29,252
met1,132,51,452
li1,167,-,-
-- registers in the layout, summed over array words and instances (netlist names) --
register / flops
r1: 1
memoryReadOut: 1
isStoreOut: 1
tmp2: 1
r2: 1
pcReadSignalOut: 1
tmp1: 1
aluControlSignalOut: 1
clockCounterEnabledOut: 1
registerWriteSignalOut: 1
writeMemorySignalOut: 1
-- stage by stage --
stage	TNS [ps]	power, uW	util [%]
after global placement	-676	427	18.8
after floorplan	0	361	-
after global routing	0	676	19.9
after detailed placement	-747	428	18.8
after CTS	0	646	19.3
final	0	634	19.9
-- power groups by stage --
stage	logic, uW	clock network [uW]	registers [uW]
after CTS	72.9	230	343
after global routing	80.1	252	344
final	74.3	217	343
Power and IR drop assume default switching activity.
