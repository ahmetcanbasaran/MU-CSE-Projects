$ cat flow/design.v
module decoder16 (
binary_in   ,  
decoder_out ,  
);
input [3:0] binary_in  ;
output [15:0] decoder_out ; 
wire [15:0] decoder_out ; 
assign decoder_out = (1 << binary_in);
endmodule
$ cat flow/run.sh
#!/bin/bash
# OpenROAD 26Q1-2900-gdf79404cd8, Yosys 0.63+post, stock flow scripts
make -C /OpenROAD-flow-scripts/flow DESIGN_CONFIG=/design/flow/config.mk WORK_HOME=/design/flow/orfs finish
$ cat flow/config.mk
export PLATFORM = sky130hd
export DESIGN_NAME = decoder16
export DESIGN_NICKNAME = decoder16
export VERILOG_FILES = /design/flow/design.v
export SDC_FILE = /design/flow/constraint.sdc
export NUM_CORES = 4
export LEC_CHECK = 1
export CORE_AREA = 10 10 70 70
export DIE_AREA = 0 0 80 80
$ cat flow/constraint.sdc
current_design decoder16

set clk_period 1.0
set clk_io_pct 0.2

create_clock -name clk0 -period $clk_period

set non_clock_inputs [all_inputs -no_clocks]
set_input_delay [expr $clk_period * $clk_io_pct] -clock clk0 $non_clock_inputs
set_output_delay [expr $clk_period * $clk_io_pct] -clock clk0 [all_outputs]
==> highlights.md <==
## Finish
* 716 um2 — area of all placed cells without fillers
* 21.0% — share of the core filled with cells in the final layout
* 216% — layout-stage area growth over the synthesis result
* 0 um2 — Flop area
* 0 — clock buffer count
* 0 — flip-flops
* 106 — number of standard cells in the layout, taps in and fillers out
* 90.0% — share of layout cells above drive strength 1

## Critical path
* 0.94 ns — arrival time worst endpoint
* primary input to output port — class of the most critical setup path
* 0.80 ns — data required time at the worst endpoint
* primary input — CP startpoint kind
* output port — Setup crit end kind
* 6 — maximum fanout encountered on the critical timing path

## Global route
* 6.86% — GR Layer Usage met1
* 0 — initial antenna violation count
* met1 — Top Usage Layer GRT
* 344 — via count of the first global-routing pass
* 3.83% — overall routing resource usage
* 9 — maximum number of pins on one net before global-route repair
* 3.93% — met2 capacity usage during global routing
* 0 — GR Overflow Total
* 1980 um — global-route wire length before repair
* 1.48% — met3 layer usage reported by global route

## Routing
* 0 — Antenna Violating Nets Remaining
* 0 — Antenna Diode Count
* 13.1 um — post-DR wirelength/cell
* 2 — Detailed Routing Iterations Pass 1
* 0 — DRC violation count after routing
* 343 — routed vias
* 17 — initial detailed-routing violation count
* 3.24 — routed vias/inst
* 1390 um — wirelength, routed

## STA
* 114% — Tcrit/Tclk final
* 874 MHz — max frequency
* 0 — final hold violations
* yes — unrepaired setup endpoints after global routing
* -1.16 ns — total negative slack
* -0.144 ns — post-layout worst setup margin
* 86.4% — worst slew margin relative to its limit
* 1.14 ns — final worst path period need
* 0.203 ns — Slew @ Worst Pin
* 0 — number of pins with negative max-slew slack in the final report
* 13 — final count of negative-setup-slack endpoints

## Floorplanning
* 21 — number of core rows
* 6400 um2 — overall die area
* 80 um — DIE HEIGHT
* 6.63% — fraction of the core area occupied by cells at floorplan
* 20 — I/O pins
* 80 um — die outline width
* 3420 um2 — core area

## Synth
* 11.3 um2 — post-synthesis area per instance
* 0% — portion of the post-synthesis area used by sequential elements
* 6 — number of different library cells in the post-synthesis netlist
* 20 — Mapped Cells
* 20 — ys cells
* 226 um2 — yosys stat area
* 0 — Yosys Warn Count
* 226 um2 — area of the mapped netlist

## Placement
* 20 — count of port buffers added during placement
* 86 — placed cells
* 497 um2 — Placed Area
* 0.721 — final RePlAce weighted congestion
* 634 um — hpwl dp

## Hold path
* primary input to output port — Min-Delay Path Class

## Run
* 34 — total tool warning count
* 0 — max cap viols

## Power and ir drop
* 0.000346 uW — P_leak
* 149 uV — peak ir drop on the vdd network
* 241 uW — Power Total
* 337 nW/um2 — P per Cell Area

## Outcome
* finished, violations left — run status
* setup timing — failing checks

layout by cell type (no fill, tap or decap), drive strengths merged:
| master | instances |
|---|---|
| and4 | 1 |
| buf | 43 |
| nor4b | 4 |
| and4bb | 6 |
| and4b | 4 |
| clkdlybuf4s15 | 1 |
| nor4 | 1 |
cells by family after synthesis:
logic type | count (synthesis) | share of synthesized area, %
and+or+nand+nor | 16 | 86.7
buffers and inverters | 4 | 13.3
Yosys cell counts (all sizes together):
master  n  area share [%]
nor4    1             5.5
and4    1             3.9
and4bb  6              33
buf     4              13
nor4b   4              27
and4b   4              18
cell type report:
type	count	area [um2]
multi-input combinational	16	240
fill	368	2700
timing repair buffer	44	418
tap	46	57.6
critical path, stage by stage:
cell                      delay [ns]
sky130_fd_sc_hd__buf_8          0.10
sky130_fd_sc_hd__buf_6          0.12
sky130_fd_sc_hd__buf_6          0.12
sky130_fd_sc_hd__nor4b_4        0.27
sky130_fd_sc_hd__buf_2          0.14
power by group:
group | leakage, uW | internal, uW | switching, uW
clock network | 0 | 0 | 0
registers | 0 | 0 | 0
logic | 0.000346 | 156 | 84.6
total | 0.000346 | 156 | 84.6
through the flow:
step / setup WS (ns) / hold WS [ns]
6_report: -0.144 / 0.765
5_1_grt: -0.189 / 0.785
4_1_cts: -0.125 / 0.752
3_5_place_dp: -0.800 / 1.50
3_3_place_gp: -0.802 / 1.50
2_1_floorplan: 0.250 / 0.541
per-layer routing:
metal  vias to the layer above  wire, um
met2                        20       470
li1                        169         -
met3                         0       137
met1                       154       779
met4                         0         0
met5                         -         0
final timing paths:
check / startpoint / endpoint / slack, ns / depth (start not counted)
max: binary_in[1] / decoder_out[1] / -0.14 / 5
min: binary_in[0] / decoder_out[4] / 0.77 / 4
timing repair:
item,4_1_cts,5_1_grt
gates resized,89,10
setup endpoints to repair,16,13
pin swaps,9,5
cloned,4,0
hold buffers,0,0
setup buffers,14,3
No activity file was given, so power comes from the tool's default toggle rates.
